**/design/flow/run.sh**
```bash
#!/bin/bash
# OpenROAD 26Q1-2900-gdf79404cd8, Yosys 0.63+post, stock flow scripts
make -C /OpenROAD-flow-scripts/flow DESIGN_CONFIG=/design/flow/config.mk WORK_HOME=/design/flow/orfs finish
```
**/design/flow/constraint.sdc**
```tcl
current_design lth_8bit_alternate_a

set clk_period 1.5
set clk_io_pct 0.2

create_clock -name clk0 -period $clk_period

set non_clock_inputs [all_inputs -no_clocks]
set_input_delay [expr $clk_period * $clk_io_pct] -clock clk0 $non_clock_inputs
set_output_delay [expr $clk_period * $clk_io_pct] -clock clk0 [all_outputs]
```
**/design/flow/design.v**
```verilog
module sub_1bit(input wire x, y, ci, output wire co);
wire t0, t1, t2;
and (t0, y, ci);
nor (t1, y, ci);
    nor (t2, x, t1);
        or (co, t0, t2);
endmodule
module lth_8bit(
    input  wire signed [7:0] x,
    input  wire signed [7:0] y,
    output                   r
);
wire c[6:0], of, n;
wire t0;
not (t0, x[0]);
    and (c[0], t0, y[0]);
sub_1bit g1(.co(c[1]), .x(x[1]), .y(y[1]), .ci(c[0]));
sub_1bit g2(.co(c[2]), .x(x[2]), .y(y[2]), .ci(c[1]));
sub_1bit g3(.co(c[3]), .x(x[3]), .y(y[3]), .ci(c[2]));
sub_1bit g4(.co(c[4]), .x(x[4]), .y(y[4]), .ci(c[3]));
sub_1bit g5(.co(c[5]), .x(x[5]), .y(y[5]), .ci(c[4]));
sub_1bit g6(.co(c[6]), .x(x[6]), .y(y[6]), .ci(c[5]));
wire t1, t2, t3;
xnor (t1, x[7], y[7]);           
xor (t2, x[7], y[7]);            
    xor (n, t2, c[6]);           
        xor (t3, x[7], n);       
            and (of, t1, t3);    
xor (r, of, n);
endmodule  
module add_1bit(input wire x, y, ci, output wire co);
wire t0, t1, t2;
and (t0, x, y);
or (t1, x, y);
    and (t2, t1, ci);
        or (co, t0, t2);
endmodule
module lth_8bit_alternate_a(
    input  wire signed [7:0] x,
    input  wire signed [7:0] y,
    output                   r
);
wire yy[7:0], c[7:0], of, n;
assign {yy[7],yy[6],yy[5],yy[4],yy[3],yy[2],yy[1],yy[0]} = ~{y[7],y[6],y[5],y[4],y[3],y[2],y[1],y[0]};
assign c[0] = 1'b1;
add_1bit g0(.co(c[1]), .x(x[0]), .y(yy[0]), .ci(c[0]));
add_1bit g1(.co(c[2]), .x(x[1]), .y(yy[1]), .ci(c[1]));
add_1bit g2(.co(c[3]), .x(x[2]), .y(yy[2]), .ci(c[2]));
add_1bit g3(.co(c[4]), .x(x[3]), .y(yy[3]), .ci(c[3]));
add_1bit g4(.co(c[5]), .x(x[4]), .y(yy[4]), .ci(c[4]));
add_1bit g5(.co(c[6]), .x(x[5]), .y(yy[5]), .ci(c[5]));
add_1bit g6(.co(c[7]), .x(x[6]), .y(yy[6]), .ci(c[6]));
wire t0, t1, t2;
xnor (t0, x[7], yy[7]);          
xor (t1, x[7], yy[7]);           
    xor (n, t1, c[7]);           
        xor (t2, x[7], n);       
            and (of, t0, t2);    
xor (r, of, n);
endmodule  
module compare(input wire x, y, tin, output wire tout);
wire t0, t1, t2, t3, t4;
not (t0, x);
not (t1, y);
    and (t2, t0, y);             
    nand (t3, t1, x);            
        or (t4, t2, tin);        
            and (tout, t3, t4);  
endmodule
module lth_8bit_alternate_b(
    input  wire signed [7:0] x,
    input  wire signed [7:0] y,
    output wire              r
);
wire t0[7:0];
wire t1;
not (t1, x[0]);
    and (t0[0], t1, y[0]);   
compare g1(.tout(t0[1]), .x(x[1]), .y(y[1]), .tin(t0[0]));
compare g2(.tout(t0[2]), .x(x[2]), .y(y[2]), .tin(t0[1]));
compare g3(.tout(t0[3]), .x(x[3]), .y(y[3]), .tin(t0[2]));
compare g4(.tout(t0[4]), .x(x[4]), .y(y[4]), .tin(t0[3]));
compare g5(.tout(t0[5]), .x(x[5]), .y(y[5]), .tin(t0[4]));
compare g6(.tout(t0[6]), .x(x[6]), .y(y[6]), .tin(t0[5]));
compare g7(.tout(r),     .x(y[7]), .y(x[7]), .tin(t0[6]));
endmodule  
```
**/design/flow/config.mk**
```make
export PLATFORM = sky130hd
export DESIGN_NAME = lth_8bit_alternate_a
export DESIGN_NICKNAME = lth_8bit_alternate_a
export VERILOG_FILES = /design/flow/design.v
export SDC_FILE = /design/flow/constraint.sdc
export NUM_CORES = 4
export LEC_CHECK = 1
export CORE_AREA = 10 10 70 70
export DIE_AREA = 0 0 80 80
```
==> results_slide.txt <==
Synthesis and Place & Route Summary

Floorplanning
  • Ports: 17
  • Die area: 6400 µm²
  • Core area: 3416 µm²
  • Die X: 80 µm
  • Initial Utilization: 4.029%
  • FP Rows: 21
  • Die Height: 80 µm

Flow run
  • Max Cap Viol: 0
  • Log Warnings: 34

Placed design
  • Inst Count DP: 81
  • I/O Buffers: 17
  • Placer Congestion: 0.6854
  • Final HPWL DP: 544.6 µm

GRT
  • Vias in the first global route: 177
  • Initial antenna violation count: 0
  • Pin count of the biggest net entering global routing: 3
  • GR Overflow Total: 0
  • Tot GR Track Use: 1.686%
  • First-pass GRT wire length: 869 µm

Setup path
  • Data arrival time of the worst path: 1.47 ns
  • Setup crit end kind: output pin
  • Setup CP Type: in2out
  • Worst Setup Start Kind: input pin
  • CP Data Required Time: 1.20 ns
  • Crit-path max FO: 1

Yosys
  • Mapped Cells: 18
  • Post-synthesis cell type count: 9
  • Yosys chip area: 137.6 µm²
  • Yosys stat cell total: 18
  • YS warnings: 1
  • Register share after synthesis: 0%
  • Avg Inst Size Synth: 7.646 µm²
  • Mapped cell area: 137.6 µm²

Cells and area
  • Area growth syn-to-layout: 170.9%
  • Layout cells sized above 1: 62.86%
  • Final non-filler cell total: 81
  • Fill cells: 407
  • Flops: 0
  • Logic area: 158.9 µm²
  • Top cells excl fill/tap: 5 x buf_2, 5 x clkdlybuf4s15_1, 4 x inv_1, 4 x maj3_2
  • Flop area: 0 µm²
  • Clock buf count: 0

Final timing
  • Max-slew headroom at the worst pin: 69.49%
  • Cycle use final: 118.1%
  • Final setup fails: 1
  • Achievable Freq: 564.4 MHz
  • Final worst slack: -0.2718 ns
  • RSZ-0062 raised after global routing: true
  • Final hold violations: 0
  • Min cycle time layout: 1.772 ns
  • Final hold slack: 1.240 ns
  • Worst Max-Slew Pin Slew: 0.4577 ns
  • Final slew viol count: 0

Routing
  • Initial DRT Pass Iterations: 4
  • DR WL/cell: 7.210 µm
  • Final WL: 584 µm
  • Antenna cells: 0
  • Via count: 178
  • Via/cell ratio: 2.198
  • Initial DRC count: 3
  • Post-DRT Antenna Nets: 0
  • Post-route DRC: 0

Outcome
  • Violated checks: negative setup slack
  • Run status: finished, violations left

Hold path
  • Worst hold stages: 5
  • Worst hold-check path type: in2out

CTS
  • Post-CTS Setup Repair Bufs: 0

Pwr
  • Worst ir drop on vdd: 0.06066 mV
  • Power Dens Cells: 236.1 nW/µm²
  • P_leak: 0.1675 nW
## worst paths after layout
check	start	end	slack [ns]
min	y[6]	r	1.24
max	y[0]	r	-0.27
## layout make-up
class / instances / area share (%)
timing repair buffer: 17 / 34.90
inverter: 7 / 7.047
multi-input combinational: 11 / 42.62
tap: 46 / 15.44
## metal layers
metal / GRT usage [%] / vias up / share of wire [%] / wire length (µm)
met1: 2.505 / 72 / 47 / 275
met5: 0 / - / 0 / 0
met4: 0 / 0 / 0 / 0
li1: - / 96 / - / -
met2: 2.408 / 10 / 39 / 230
met3: 0.5682 / 0 / 13 / 78
## power breakdown
group | internal [W] | switching, W
Combinational | 0.0000561 | 0.0000320
Clock | 0 | 0
Sequential | 0 | 0
Total | 0.0000561 | 0.0000320
## cell usage after synthesis
cell type,number,share of area (%)
inv_1,7,19
nand2b_1,2,9.1
o221ai_2,1,11
nor2b_4,1,10
maj3_1,1,7.3
a21boi_1,1,5.5
maj3_2,3,25
a22o_1,1,6.4
a222oi_1,1,7.3
## logic make-up (layout without fill, tap and decap cells)
| logic type | after synthesis | after routing | share of synthesized area, % |
|---|---|---|---|
| AND-OR/OR-AND | 4 | 4 | 30.00 |
| AND/OR/NAND/NOR | 3 | 3 | 19.09 |
| adder cells (fa/ha/maj) | 4 | 4 | 31.82 |
| buffers and inverters | 7 | 24 | 19.09 |
## through the flow
stage	instance area (µm²)	util (%)	setup TNS (ns)	total power, W	setup WS (ns)
after floorplan	137.6	-	0	0.00002853	0.01614
after global placement	365.4	10.70	-0.9394	0.00008308	-0.9394
after detailed placement	365.4	10.70	-0.9561	0.00008443	-0.9561
after CTS	377.9	11.06	-0.3249	0.00008706	-0.3249
after global routing	372.9	10.92	-0.3405	0.00009593	-0.3405
final	372.9	10.92	-0.2718	0.00008805	-0.2718
## critical path, stage by stage
cell      delay, ns
buf_6          0.09
nor2b_4        0.11
maj3_2         0.32
o221ai_4       0.17
a21boi_4       0.08
maj3_2         0.30
buf_2          0.11
## timing repair
| item | 4_1_cts | 5_1_grt |
|---|---|---|
| resized | 39 | 13 |
| hold buffers | 0 | 0 |
| pin swaps | 8 | 5 |
| endpoints found under the setup margin | 1 | 1 |
Power figures rest on the tool's default switching activity, not on a simulated workload.
